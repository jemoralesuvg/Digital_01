==> flow/design.v <==
module Test (
  input CLK,     
    output LED,    
    output USBPU   
);
  assign USBPU = 0;
  reg [24:0] counter = 0;
  always @(posedge CLK) 
    counter <= counter + 1; 
  assign LED = counter[24];
endmodule
==> flow/run.sh <==
#!/bin/bash
# OpenROAD 26Q1-2900-gdf79404cd8, Yosys 0.63+post, stock flow scripts
make -C /OpenROAD-flow-scripts/flow DESIGN_CONFIG=/design/flow/config.mk WORK_HOME=/design/flow/orfs finish
==> flow/config.mk <==
export PLATFORM = sky130hd
export DESIGN_NAME = Test
export DESIGN_NICKNAME = Test
export VERILOG_FILES = /design/flow/design.v
export SDC_FILE = /design/flow/constraint.sdc
export NUM_CORES = 4
export LEC_CHECK = 1
export CORE_AREA = 10 10 82 82
export DIE_AREA = 0 0 92 92
==> flow/constraint.sdc <==
current_design Test

set clk_period 5.8
set clk_io_pct 0.2

create_clock -name clk0 -period $clk_period [get_ports {CLK}]

set non_clock_inputs [all_inputs -no_clocks]
set_input_delay [expr $clk_period * $clk_io_pct] -clock clk0 $non_clock_inputs
set_output_delay [expr $clk_period * $clk_io_pct] -clock clk0 [all_outputs]
==> metrics.yaml <==
p_switching_w: 0.00005024
cp-start-kind: "register"
fillers: 560
seqPwrFrac_pct: 63.6
end_kind: "output port"
finalMaxSlewViolations: 0
port_buffers: 1
path_cells: "clkdlybuf4s50_1"
cts_tree: "yes"
top_area_cell: "dfxtp_1"
setup_viol: 0
top_cell_area_share_pct: 50.44
intPower_w: 0.0002193
num_antenna_cells: 0
cts_made_buffers: 3
p_comb_share_pct: 0
synth_cell_type_count: 17
hold_buffers: 0
grt.overflow.total: 0
r2r_slack_ns: 4.25
die_y_um: 92
ff2ff_path_depth: 5
power_density_nw_per_um2: 238.8
regArea_um2: 500.5
worst_ep_required_time_ns: 4.64
stdcell_area_um2: 1129
cp_slowest_cell: "clkdlybuf4s50_1"
antenna_found_initial: 0
grt_pass1_wl_um: 2401
crit_buf_inv: 1
numSynthFlops: 25
topCellsByArea: "dfxtp_1 50%, xnor2_1 13%, xor2_1 7.1%, nand3_1 4.5%, nand4_4 4.3%"
fmax_mhz: 449.0
vdd_drop_max_mv: 0.08897
dieArea_um2: 8464
startpoint: "counter[24]"
hold_viol: 0
synth_area_per_cell_um2: 11.40
std_cell_rows: 26
cellLeakagePower_nw: 0.4249
syn-cell-area_um2: 992.2
core-area_um2: 5075
viasPerCell: 3.584
clock_power_share_pct: 36.4
skew_ns: 0.006952
path_delay_family: "buffers and inverters"
period_used_pct: 38.40
cts-resized-gates: 0
clkTransAtPathRegs_ns: 0.08
num_io_pins: 3
gr-usage-all-layers_pct: 3.349
whs_ns: 0.4203
path_max_fanout: 2
grt_max_degree: 15
crit_arrival_ns: 1.07
clock_tree.root_cell: "clkbuf_8"
place.gp.congestion: 0.7428
drc: 0
routedWlPerCell_um: 8.130
setup_tns_ns: 0
cp.depth: 1
htreeDepth: 1
firstDrtPassIters: 4
synth_warnings: 1
maxCapViolCount: 0
ant_nets: 0
swShare_pct: 18.64
largestRegisters: "counter (25)"
syn_to_final_growth_pct: 13.74
die_x_um: 92
endpoint: "LED"
fp_util_pct: 19.55
routed_wl_um: 1309
fin_crit_ns: 2.227
critPathMaxStageDelay_ns: 0.47
vias: 577
drtIter0Drc: 36
path_class: "reg2out"
placed_area_um2: 1082
final-comb-area_um2: 476.7
largest_register_ffs: 25
synthCells: 87
clock_sinks: 25
post_cts_buffers: 0
status: "finished, final reports clean"
clockBufferDepth: 2
ys_cells: 87
hold_class: "reg2reg"
hold_path_startpoint: "counter[0]"
hpwlAfterDp_um: 972.3
rsz0062_at_grt: "no"
warning_count: 25
yosysChipArea_um2: 992.2
r2r-end: "counter[24]"
drive_gt1_share_pct: 10.99
grt_pass1_vias: 575
regMostFlops: "counter"
synth_seq_share_pct: 50.44
clock_latency_ns: 0.26
worstReg2RegStart: "counter[0]"
## kinds of logic after synthesis
group / count (synthesis) / share of synthesized area [%]
fa+ha+maj: 1 / 1.261
simple gates: 34 / 26.10
other cells: 1 / 0.3779
flops: 25 / 50.44
xor+xnor: 23 / 20.30
buf+inv: 3 / 1.514
## synth_stat cells (all sizes together)
cell   count
nor2       4
inv        2
dfxtp     25
xor2       8
and4       2
nand3     10
nor4       2
nand4      6
nand2      4
conb       1
and3       6
ha         1
xnor2     15
buf        1
## per-stage QoR
stage / power (W) / std cells / setup slack [ns] / util [%]
floorplan: 0.0001760 / 87 / 4.344 / -
global placement: 0.0001756 / 157 / 3.844 / 21.33
detailed placement: 0.0001756 / 157 / 3.846 / 21.33
CTS: 0.0002739 / 161 / 3.553 / 22.24
global route: 0.0002806 / 161 / 3.511 / 22.24
finish: 0.0002695 / 161 / 3.573 / 22.24
## layout make-up
class                   count  area share (%)
multi-input cells          59           42.24
repair buffers              1          0.8869
inverters                   2          0.6652
well taps                  70           7.761
clock buffers               3           3.659
flip-flops and latches     25           44.35
clock inverters             1          0.4435
## power by group through the flow
stage / logic, W / registers, W / clock network [W]
after CTS: 0.0000000700 / 0.000171 / 0.000102
final: 0.0000000430 / 0.000171 / 0.0000981
after global routing: 0.0000000843 / 0.000171 / 0.000109
## placed cells by master, fill, tap and decap left out, types with 2 or more instances in the layout
cell type	netlist	layout
and3_1	5	5
and4_1	2	2
clkbuf_8	0	3
dfxtp_1	25	25
inv_1	2	2
nand2_1	4	4
nand3_1	9	9
nand4_1	4	4
nand4_4	2	2
nor2_1	4	4
nor4_4	2	2
xnor2_1	15	15
xor2_1	8	8
## worst min path at each step
stage | endpoint | slack (ns) | cells past startpoint
final | counter[0] | 0.42 | 1
after global routing | counter[0] | 0.44 | 1
after CTS | counter[0] | 0.42 | 1
## layer usage
metal	global-route usage [%]	vias to the layer above	part of all wire, %
met3	1.895	2	6.6
met1	4.077	267	52
met2	5.353	7	41
met4	0.1285	0	0.38
met5	0	-	0
li1	-	301	-
Power is estimated from default activity; no workload was simulated.
