### flow/config.mk
export PLATFORM = sky130hd
export DESIGN_NAME = RAM
export DESIGN_NICKNAME = RAM
export VERILOG_FILES = /design/flow/design.v
export SDC_FILE = /design/flow/constraint.sdc
export NUM_CORES = 4
export LEC_CHECK = 1
export CORE_UTILIZATION = 40
### flow/constraint.sdc
current_design RAM

set clk_period 1.6
set clk_io_pct 0.2

create_clock -name clk0 -period $clk_period [get_ports {clk}]

set non_clock_inputs [all_inputs -no_clocks]
set_input_delay [expr $clk_period * $clk_io_pct] -clock clk0 $non_clock_inputs
set_output_delay [expr $clk_period * $clk_io_pct] -clock clk0 [all_outputs]
### flow/design.v
module RAM (
	input clk,
	input csRAM, weRAM,
	input [3:0] address,
	input [3:0] data_in,
	output [3:0] data_out
);
	wire [3:0] data_out;
	wire [3:0] data;
	reg [3:0] memory [0:16];
	assign data = memory[address];
	assign data_out = (csRAM && !weRAM)? data: 4'bzzzz;
  always @ (posedge clk) 
    if (csRAM && weRAM)
      memory[address] <= data_in;
endmodule
### flow/run.sh
#!/bin/bash
# OpenROAD 26Q1-2900-gdf79404cd8, Yosys 0.63+post, stock flow scripts
make -C /OpenROAD-flow-scripts/flow DESIGN_CONFIG=/design/flow/config.mk WORK_HOME=/design/flow/orfs finish
==> results.cfg <==
; generated from flow reports
[cells_and_area]
drive_above_1_share = 0.3862
largest_reg_flops = 64
final_area_mm2 = 0.003218
regMostFlops = memory
stdcell_count = 264
largestRegisters = memory: 64 flops
synthToLayoutAreaGrowth_pct = 27.14

[grt]
grt_pass1_vias = 1525
grt.total_usage = 0.1832
grt_pass1_wl_mm = 7.693
grt_antenna_before_repair = 0
grt_max_degree = 17
grt.overflow.total = 0

[drt]
drtIter0Drc = 50
ant_nets = 0
vias = 1385
drt_wl_total_mm = 5.007
route.detailed.drc = 0
viasPerCell = 5.246
antennaDiodeCount = 0
avgRoutedWirePerCell_um = 18.97
firstDrtPassIters = 4

[placement]
dp_hpwl_mm = 3.618
placed_cells = 247
place_area_mm2 = 0.003038
io_buffer_count = 14
place_congestion = 0.8493

[synth]
synth_top_area_share = 0.7593
synth.distinct_cells = 15
yosys_warnings = 2
synth_area_per_cell_um2 = 19.62
ys.flops = 64
postSynthSeqShare = 0.7593
yosys_area_mm2 = 0.002531
top_cells_by_area = edfxtp_1 76%, mux4_2 14%, nor2_1 1.9%, nand3_1 1.6%, a22oi_1 1.2%
yosysTopAreaCell = edfxtp_1
syn-cell-area_mm2 = 0.002531
yosys-stat-cells = 129
syn_inst = 129

[clock_network]
cts_buffers = 9
cts.sinks = 64
clk_root_buffer_cell = clkbuf_8
htreeDepth = 3
clk_pin_slew_ns = 0.06
post-cts-setup-buffers = 0
clockBufferDepth = 2
tritoncts = done

[setup_path]
arrival_ns = 1.62
cp-end-kind = output pin
cp_max_fo = 4
start_kind = input port
worstSetupPathType = input port to output pin
crit_required_ns = 1.28

[job]
drv_cap = 0
tool_warnings = 27

[worst_hold_path]
min_delay_path_depth = 2
min_path_type = input port to flip-flop

[power_and_ir_drop]
powerDensity_mw_per_mm2 = 987.9
p_leak_nw = 1.102
p_total_mw = 3.179
ir_drop_mv = 0.6894

[floorplan]
fp_util = 0.4201
core-area_mm2 = 0.006026
dieArea_mm2 = 0.006650
die_width_um = 81.55
die_h_um = 81.55
rows = 28
io_pins = 15

[timing]
hold_viol = 0
fin_ws_ns = -0.3366
whs_ns = 0.7343
rsz0062_at_grt = yes
finalCritPeriodShare = 1.210
relSlewSlack = 0.7910
worst_pin_slew_ns = 0.3135
drv_slew = 0
setup_viol = 4
min_period_ns = 1.937
fmax_ghz = 0.5164

[status]
violations = setup timing
status = finished, violations left
-- cell usage after synthesis, drive strengths merged --
cell    instances
edfxtp         64
mux4           16
nor2           13
nand3           8
nand2           6
a22oi           4
nor3            4
buf             3
clkbuf          3
nand2b          2
nand4b          2
nor2b           2
nand4           1
or3             1
-- cells by family (layout without fill, tap and decap cells) --
family	Yosys count	after routing	synth area share
compound gates	4	4	0.01186
buf+inv	6	66	0.01285
flops	64	64	0.7593
mux	16	16	0.1424
simple gates	39	39	0.07366
-- worst paths after layout --
kind | slack, ns | startpoint | endpoint
worst max-delay path | -0.34 | address[0] | data_out[0]
worst min-delay path | 0.73 | data_in[1] | memory[0][1]$_DFFE_PP_
-- area by class of cell --
type                            instances  area [um^2]
Clock inverter                          7        28.78
Sequential cell                        64         1922
Timing Repair Buffer                   50        447.9
Clock buffer                            9        123.9
Fill cell                             482         2808
Multi-Input combinational cell         59        601.8
Tap cell                               75        93.84
-- timing repair --
item | 4_1_cts | 5_1_grt
gates cloned | 1 | 0
endpoints found under the setup margin | 52 | 4
gates resized | 23 | 0
hold buffers | 0 | 0
pin swaps | 8 | 2
-- cells in the final DEF, fill, tap and decap left out, types with 3 or more instances in the layout --
master / synthesis / layout
a22oi_2: 0 / 4
buf_12: 0 / 3
buf_2: 2 / 4
buf_4: 0 / 33
clkbuf_8: 0 / 9
clkdlybuf4s50_1: 0 / 7
clkinv_1: 0 / 5
edfxtp_1: 64 / 64
mux4_2: 16 / 16
nand2_1: 6 / 6
nand3_1: 8 / 8
nor2_1: 13 / 13
nor3_1: 4 / 3
-- power breakdown --
group	leakage (nW)	internal [mW]	switching (mW)	total, mW
clock network	0.0804	0.528	0.532	1.06
registers	0.577	1.87	0.00561	1.87
logic	0.445	0.136	0.113	0.249
total	1.10	2.53	0.651	3.18
-- metal layers --
layer  GRT usage  vias to the layer above  wire length (um)
met2      0.2942                       46              2506
met4     0.04286                        0               150
met5           0                        -                 0
li1            -                      638                 -
met1      0.2364                      687              1929
met3     0.08794                       14               420
-- per-stage QoR --
| step | setup WS, ns | setup TNS, ns | util |
|---|---|---|---|
| floorplan | 0.05792 | 0 | - |
| global placement | -1.047 | -28.50 | 0.5042 |
| detailed placement | -1.047 | -29.44 | 0.5042 |
| CTS | -0.3638 | -1.408 | 0.5341 |
| global route | -0.4370 | -1.657 | 0.5341 |
| finish | -0.3366 | -1.280 | 0.5341 |
-- worst max-delay path, stage by stage --
cell       delay [ns]
buf_4            0.11
bufbuf_16        0.26
mux4_2           0.51
a22oi_2          0.19
nand3_1          0.10
buf_2            0.12
Power figures rest on the tool's default switching activity, not on a simulated workload.
